$ cat design.v
module arbiter #
(
  parameter PORTS = 4,
  parameter TYPE = "ROUND_ROBIN",
  parameter BLOCK = "NONE",
  parameter LSB_PRIORITY = "LOW",
  parameter WIDTH = PORTS>1?$clog2(PORTS):1
)
(
  input clk,
  input rst,
  input [PORTS-1:0] request,
  input [PORTS-1:0] acknowledge,
  output [PORTS-1:0] grant,
  output grant_valid,
  output [WIDTH-1:0] grant_encoded
);
  reg [PORTS-1:0] grant_reg;
  reg grant_valid_reg;
  reg [WIDTH-1:0] grant_encoded_reg;
  generate if(PORTS > 1) begin : gen_if_true
    reg [PORTS-1:0] grant_next;
    reg grant_valid_next;
    reg [$clog2(PORTS)-1:0] grant_encoded_next;
    wire request_valid;
    wire [$clog2(PORTS)-1:0] request_index;
    wire [PORTS-1:0] request_mask;
    priority_encoder
    #(
      .WIDTH(PORTS),
      .LSB_PRIORITY(LSB_PRIORITY)
    )
    priority_encoder_inst
    (
      .input_unencoded(request),
      .output_valid(request_valid),
      .output_encoded(request_index),
      .output_unencoded(request_mask)
    );
    reg [PORTS-1:0] mask_reg;
    reg [PORTS-1:0] mask_next;
    wire masked_request_valid;
    wire [$clog2(PORTS)-1:0] masked_request_index;
    wire [PORTS-1:0] masked_request_mask;
    priority_encoder
    #(
      .WIDTH(PORTS),
      .LSB_PRIORITY(LSB_PRIORITY)
    )
    priority_encoder_masked
    (
      .input_unencoded(request & mask_reg),
      .output_valid(masked_request_valid),
      .output_encoded(masked_request_index),
      .output_unencoded(masked_request_mask)
    );
    always @(*) begin
      grant_next = 0;
      grant_valid_next = 0;
      grant_encoded_next = 0;
      mask_next = mask_reg;
      if((BLOCK == "REQUEST") && grant_reg & request) begin
        grant_valid_next = grant_valid_reg;
        grant_next = grant_reg;
        grant_encoded_next = grant_encoded_reg;
      end else if((BLOCK == "ACKNOWLEDGE") && grant_valid && !(grant_reg & acknowledge)) begin
        grant_valid_next = grant_valid_reg;
        grant_next = grant_reg;
        grant_encoded_next = grant_encoded_reg;
      end else if(request_valid) begin
        if(TYPE == "PRIORITY") begin
          grant_valid_next = 1;
          grant_next = request_mask;
          grant_encoded_next = request_index;
        end else if(TYPE == "ROUND_ROBIN") begin
          if(masked_request_valid) begin
            grant_valid_next = 1;
            grant_next = masked_request_mask;
            grant_encoded_next = masked_request_index;
            if(LSB_PRIORITY == "LOW") begin
              mask_next = {PORTS{1'b1}} >> (PORTS - masked_request_index);
            end else begin
              mask_next = {PORTS{1'b1}} << (masked_request_index + 1);
            end
          end else begin
            grant_valid_next = 1;
            grant_next = request_mask;
            grant_encoded_next = request_index;
            if(LSB_PRIORITY == "LOW") begin
              mask_next = {PORTS{1'b1}} >> (PORTS - request_index);
            end else begin
              mask_next = {PORTS{1'b1}} << (request_index + 1);
            end
          end
        end 
      end 
    end
    always @(posedge clk) begin
      if(rst) begin
        grant_reg <= 0;
        grant_valid_reg <= 0;
        grant_encoded_reg <= 0;
        mask_reg <= 0;
      end else begin
        grant_reg <= grant_next;
        grant_valid_reg <= grant_valid_next;
        grant_encoded_reg <= grant_encoded_next;
        mask_reg <= mask_next;
      end
    end
  end else begin : gen_if_false
    always @(posedge clk) begin
      if(rst) begin
        grant_reg <= 0;
        grant_valid_reg <= 0;
        grant_encoded_reg <= 0;
      end else begin
        grant_reg <= request;
        grant_valid_reg <= request;
        grant_encoded_reg <= 0;
      end
    end
  end
  endgenerate
  assign grant_valid = grant_valid_reg;
  assign grant = grant_reg;
  assign grant_encoded = grant_encoded_reg;
endmodule
module fifo #
(
  parameter FIFO_WIDTH = 32,
  parameter FIFO_DEPTH_BITS = 8,
  parameter FIFO_ALMOSTFULL_THRESHOLD = 2**FIFO_DEPTH_BITS - 4,
  parameter FIFO_ALMOSTEMPTY_THRESHOLD = 2
)
(
  input clk,
  input rst,
  input we,
  input [FIFO_WIDTH-1:0] din,
  input re,
  output reg valid,
  output reg [FIFO_WIDTH-1:0] dout,
  output reg empty,
  output reg almostempty,
  output reg full,
  output reg almostfull,
  output reg [FIFO_DEPTH_BITS+1-1:0] count
);
  reg [FIFO_DEPTH_BITS-1:0] rp;
  reg [FIFO_DEPTH_BITS-1:0] wp;
  reg [FIFO_WIDTH-1:0] mem [0:2**FIFO_DEPTH_BITS-1];
  always @(posedge clk) begin
    if(rst) begin
      empty <= 1'b1;
      almostempty <= 1'b1;
      full <= 1'b0;
      almostfull <= 1'b0;
      rp <= 0;
      wp <= 0;
      count <= 0;
    end else begin
      case({ we, re })
        2'b11: begin
          rp <= rp + 1;
          wp <= wp + 1;
        end
        2'b10: begin
          if(~full) begin
            wp <= wp + 1;
            count <= count + 1;
            empty <= 1'b0;
            if(count == FIFO_ALMOSTEMPTY_THRESHOLD - 1) begin
              almostempty <= 1'b0;
            end 
            if(count == 2**FIFO_DEPTH_BITS-1) begin
              full <= 1'b1;
            end 
            if(count == FIFO_ALMOSTFULL_THRESHOLD - 1) begin
              almostfull <= 1'b1;
            end 
          end 
        end
        2'b1: begin
          if(~empty) begin
            rp <= rp + 1;
            count <= count - 1;
            full <= 1'b0;
            if(count == FIFO_ALMOSTFULL_THRESHOLD) begin
              almostfull <= 1'b0;
            end 
            if(count == 1) begin
              empty <= 1'b1;
            end 
            if(count == FIFO_ALMOSTEMPTY_THRESHOLD) begin
              almostempty <= 1'b1;
            end 
          end 
        end
        default: begin
        end
      endcase
    end
  end
  always @(posedge clk) begin
    if(rst) begin
      dout <= 0;
      valid <= 1'b0;
    end else begin
      valid <= 1'b0;
      if(we == 1'b1) begin
        mem[wp] <= din;
      end 
      if(re == 1'b1) begin
        dout <= mem[rp];
        valid <= 1'b1;
      end 
    end
  end
  //synthesis translate_off
  always @(posedge clk) begin
    if(we & full) begin
      $fatal("overflow");
    end 
    if(re & empty) begin
      $fatal("underflow");
    end 
  end
  //synthesis translate_on
endmodule
module priority_encoder #
(
  parameter WIDTH = 4,
  parameter LSB_PRIORITY = "LOW"
)
(
  input [WIDTH-1:0] input_unencoded,
  output [1-1:0] output_valid,
  output [$clog2(WIDTH)-1:0] output_encoded,
  output [WIDTH-1:0] output_unencoded
);
  localparam W1 = 2**$clog2(WIDTH);
  localparam W2 = W1/2;
  generate if(WIDTH == 2) begin : if_width
    assign output_valid = input_unencoded[0] | input_unencoded[1];
    if(LSB_PRIORITY == "LOW") begin : if_low
      assign output_encoded = input_unencoded[1];
    end else begin : else_low
      assign output_encoded = ~input_unencoded[0];
    end
  end else begin : else_width
    wire [$clog2(W2)-1:0] out1;
    wire [$clog2(W2)-1:0] out2;
    wire valid1;
    wire valid2;
    wire [WIDTH-1:0] out_un;
    priority_encoder #(
                .WIDTH(W2),
                .LSB_PRIORITY(LSB_PRIORITY)
            )
            priority_encoder_inst1 (
                .input_unencoded(input_unencoded[W2-1:0]),
                .output_valid(valid1),
                .output_encoded(out1),
                .output_unencoded(out_un[W2-1:0])
            );
            priority_encoder #(
                .WIDTH(W2),
                .LSB_PRIORITY(LSB_PRIORITY)
            )
            priority_encoder_inst2 (
                .input_unencoded({{W1-WIDTH{1'b0}}, input_unencoded[WIDTH-1:W2]}),
                .output_valid(valid2),
                .output_encoded(out2),
                .output_unencoded(out_un[WIDTH-1:W2])
            );
           assign output_valid = valid1 | valid2;
            if (LSB_PRIORITY == "LOW") begin
                assign output_encoded = valid2 ? {1'b1, out2} : {1'b0, out1};
            end else begin
                assign output_encoded = valid1 ? {1'b0, out1} : {1'b1, out2};
            end
  end
  endgenerate
  assign output_unencoded = 1'b1 << output_encoded;
endmodule
module select_2 #
(
  parameter DATA_WIDTH = 32
)
(
  input clk,
  input rst,
  input [2-1:0] data_in_valid,
  input [DATA_WIDTH-1:0] data_in_0,
  input [DATA_WIDTH-1:0] data_in_1,
  output reg [DATA_WIDTH-1:0] data_out,
  output reg data_out_valid
);
  always @(posedge clk) begin
    if(rst) begin
      data_out <= 0;
    end else begin
      case(data_in_valid)
           1: data_out <= data_in_0;
           2: data_out <= data_in_1;
           default:data_out <= 0;
      endcase
    end
  end
  always @(posedge clk) begin
    if(rst) begin
      data_out_valid <= 1'b0;
    end else begin
      data_out_valid <= |data_in_valid;
    end
  end
endmodule
module select_top_2 #
(
  parameter DATA_WIDTH = 32
)
(
  input clk,
  input rst,
  input [2-1:0] data_in_valid,
  input [DATA_WIDTH-1:0] data_in_0,
  input [DATA_WIDTH-1:0] data_in_1,
  output [DATA_WIDTH-1:0] data_out,
  output data_out_valid
);
  select_2
  #(
    .DATA_WIDTH(DATA_WIDTH)
  )
  sel_0_0
  (
    .clk(clk),
    .rst(rst),
    .data_in_valid(data_in_valid),
    .data_in_0(data_in_0),
    .data_in_1(data_in_1),
    .data_out_valid(data_out_valid),
    .data_out(data_out)
  );
endmodule
module arbiter_controller_rd_req_2 #
(
  parameter DATA_WIDTH = 32,
  parameter INPUT_FIFO_DEPTH_BITS = 4,
  parameter OUTPUT_FIFO_DEPTH_BITS = 4
)
(
  input clk,
  input rst,
  input [2-1:0] req_wr_en_in,
  input [DATA_WIDTH*2-1:0] req_wr_data_in,
  output reg [2-1:0] req_wr_available_in,
  input req_wr_available_out,
  output reg req_wr_en_out,
  output reg [DATA_WIDTH-1:0] req_wr_data_out
);
  localparam IN_FIFO_ALMOSTFULL_THRESHOLD = 2 ** INPUT_FIFO_DEPTH_BITS - 6;
  localparam IN_FIFO_ALMOSTEMPTY_THRESHOLD = 4;
  localparam OUT_FIFO_ALMOSTFULL_THRESHOLD = 2 ** OUTPUT_FIFO_DEPTH_BITS - 6;
  localparam OUT_FIFO_ALMOSTEMPTY_THRESHOLD = 2;
  wire [2-1:0] in_fifo_empty;
  wire [(INPUT_FIFO_DEPTH_BITS+1)*2-1:0] in_fifo_count;
  wire [2-1:0] in_fifo_full;
  wire [2-1:0] in_fifo_almostfull;
  wire [2-1:0] in_fifo_almostempty;
  reg rst_reg;
  reg [2-1:0] in_fifo_we;
  reg [DATA_WIDTH*2-1:0] in_fifo_din;
  reg [2-1:0] in_fifo_re_flag;
  reg [2-1:0] in_fifo_re;
  wire [2-1:0] in_fifo_dout_valid;
  wire [DATA_WIDTH*2-1:0] in_fifo_dout;
  wire out_fifo_empty;
  wire [OUTPUT_FIFO_DEPTH_BITS+1-1:0] out_fifo_count;
  wire out_fifo_full;
  wire out_fifo_almostfull;
  wire out_fifo_almostempty;
  reg out_fifo_we;
  reg [DATA_WIDTH-1:0] out_fifo_din;
  reg out_fifo_re;
  wire out_fifo_dout_valid;
  wire [DATA_WIDTH-1:0] out_fifo_dout;
  wire [2-1:0] arbiter_request;
  wire [2-1:0] arbiter_grant;
  wire arbiter_grant_valid;
  wire [1-1:0] arbiter_grant_encoded;
  wire [2-1:0] arbiter_request_tt;
  wire [2-1:0] arbiter_grant_tt;
  wire arbiter_grant_valid_tt;
  wire [1-1:0] arbiter_grant_encoded_tt;
  wire select_dout_valid;
  wire [DATA_WIDTH-1:0] select_dout;
  integer it;
  genvar idx;
  generate for(idx=0; idx<2; idx=idx+1) begin : gen_in_fifos
    fifo
    #(
      .FIFO_WIDTH(DATA_WIDTH),
      .FIFO_DEPTH_BITS(INPUT_FIFO_DEPTH_BITS),
      .FIFO_ALMOSTFULL_THRESHOLD(IN_FIFO_ALMOSTFULL_THRESHOLD),
      .FIFO_ALMOSTEMPTY_THRESHOLD(IN_FIFO_ALMOSTEMPTY_THRESHOLD)
    )
    in_fifo
    (
      .clk(clk),
      .rst(rst_reg),
      .we(in_fifo_we[idx]),
      .din(in_fifo_din[idx*DATA_WIDTH+DATA_WIDTH-1:idx*DATA_WIDTH]),
      .re(in_fifo_re[idx]),
      .valid(in_fifo_dout_valid[idx]),
      .dout(in_fifo_dout[idx*DATA_WIDTH+DATA_WIDTH-1:idx*DATA_WIDTH]),
      .count(in_fifo_count[idx*(INPUT_FIFO_DEPTH_BITS+1)+(INPUT_FIFO_DEPTH_BITS+1)-1:idx*(INPUT_FIFO_DEPTH_BITS+1)]),
      .empty(in_fifo_empty[idx]),
      .full(in_fifo_full[idx]),
      .almostfull(in_fifo_almostfull[idx]),
      .almostempty(in_fifo_almostempty[idx])
    );
  end
  endgenerate
  select_top_2
  #(
    .DATA_WIDTH(DATA_WIDTH)
  )
  select
  (
    .clk(clk),
    .rst(rst_reg),
    .data_in_valid(in_fifo_dout_valid),
    .data_in_0(in_fifo_dout[(DATA_WIDTH+DATA_WIDTH*0)-1:DATA_WIDTH*0]),
    .data_in_1(in_fifo_dout[(DATA_WIDTH+DATA_WIDTH*1)-1:DATA_WIDTH*1]),
    .data_out_valid(select_dout_valid),
    .data_out(select_dout)
  );
  fifo
  #(
    .FIFO_WIDTH(DATA_WIDTH),
    .FIFO_DEPTH_BITS(OUTPUT_FIFO_DEPTH_BITS),
    .FIFO_ALMOSTFULL_THRESHOLD(OUT_FIFO_ALMOSTFULL_THRESHOLD),
    .FIFO_ALMOSTEMPTY_THRESHOLD(OUT_FIFO_ALMOSTEMPTY_THRESHOLD)
  )
  out_fifo
  (
    .clk(clk),
    .rst(rst_reg),
    .we(out_fifo_we),
    .din(out_fifo_din),
    .re(out_fifo_re),
    .valid(out_fifo_dout_valid),
    .dout(out_fifo_dout),
    .count(out_fifo_count),
    .empty(out_fifo_empty),
    .full(out_fifo_full),
    .almostfull(out_fifo_almostfull),
    .almostempty(out_fifo_almostempty)
  );
  arbiter
  #(
    .PORTS(2),
    .TYPE("ROUND_ROBIN"),
    .BLOCK("NONE"),
    .LSB_PRIORITY("LOW")
  )
  arbiter
  (
    .clk(clk),
    .rst(rst_reg),
    .request(arbiter_request),
    .acknowledge({ 2{ 1'b0 } }),
    .grant(arbiter_grant),
    .grant_valid(arbiter_grant_valid),
    .grant_encoded(arbiter_grant_encoded)
  );
  arbiter
  #(
    .PORTS(2),
    .TYPE("ROUND_ROBIN"),
    .BLOCK("NONE"),
    .LSB_PRIORITY("LOW")
  )
  arbiter_tt
  (
    .clk(clk),
    .rst(rst_reg),
    .request(arbiter_request_tt),
    .acknowledge({ 2{ 1'b0 } }),
    .grant(arbiter_grant_tt),
    .grant_valid(arbiter_grant_valid_tt),
    .grant_encoded(arbiter_grant_encoded_tt)
  );
  generate for(idx=0; idx<2; idx=idx+1) begin : gen_req
    assign arbiter_request[idx] = ~in_fifo_empty[idx] & ~out_fifo_almostfull;
    assign arbiter_request_tt[idx] = ~in_fifo_almostempty[idx] & ~out_fifo_almostfull;
  end
  endgenerate
  always @(posedge clk) begin
    rst_reg <= rst;
  end
  always @(posedge clk) begin
    if(rst_reg) begin
      req_wr_available_in <= 2'd0;
    end else begin
      for(it=0; it<2; it=it+1) begin
        req_wr_available_in[it] <= ~in_fifo_almostfull[it];
      end
    end
  end
  always @(posedge clk) begin
    if(rst_reg) begin
      in_fifo_we <= 2'd0;
      in_fifo_re <= 2'd0;
      out_fifo_we <= 1'b0;
      out_fifo_re <= 1'b0;
      req_wr_en_out <= 1'b0;
      in_fifo_re_flag <= 2'd0;
    end else begin
      in_fifo_we <= req_wr_en_in;
      in_fifo_din <= req_wr_data_in;
      out_fifo_we <= select_dout_valid;
      out_fifo_din <= select_dout;
      out_fifo_re <= (out_fifo_almostempty)? req_wr_available_out & ~out_fifo_empty & ~out_fifo_re : req_wr_available_out;
      req_wr_en_out <= out_fifo_dout_valid;
      req_wr_data_out <= out_fifo_dout;
      in_fifo_re <= 2'd0;
      if(arbiter_grant_valid_tt) begin
        in_fifo_re <= arbiter_grant_tt;
      end 
      if(~arbiter_grant_valid_tt && arbiter_grant_valid && (in_fifo_re_flag == 2'd0)) begin
        in_fifo_re <= arbiter_grant;
        in_fifo_re_flag <= 2'd2;
      end 
      if(in_fifo_re_flag > 0) begin
        in_fifo_re_flag <= in_fifo_re_flag - 2'd1;
      end 
    end
  end
endmodule
module arbiter_controller_rd_req_tree_2 #
(
  parameter DATA_WIDTH = 32,
  parameter INPUT_FIFO_DEPTH_BITS = 4,
  parameter OUTPUT_FIFO_DEPTH_BITS = 4
)
(
  input clk,
  input rst,
  input [2-1:0] req_wr_en_in,
  input [DATA_WIDTH*2-1:0] req_wr_data_in,
  output [2-1:0] req_wr_available_in,
  input req_wr_available_out,
  output req_wr_en_out,
  output [DATA_WIDTH-1:0] req_wr_data_out
);
  arbiter_controller_rd_req_2
  #(
    .DATA_WIDTH(DATA_WIDTH),
    .INPUT_FIFO_DEPTH_BITS(INPUT_FIFO_DEPTH_BITS),
    .OUTPUT_FIFO_DEPTH_BITS(OUTPUT_FIFO_DEPTH_BITS)
  )
  arbiter_controller_rd_req_0_0
  (
    .clk(clk),
    .rst(rst),
    .req_wr_en_in(req_wr_en_in),
    .req_wr_data_in(req_wr_data_in),
    .req_wr_available_in(req_wr_available_in),
    .req_wr_available_out(req_wr_available_out),
    .req_wr_en_out(req_wr_en_out),
    .req_wr_data_out(req_wr_data_out)
  );
endmodule
$ cat constraint.sdc
current_design arbiter_controller_rd_req_tree_2

set clk_period 17.0
set clk_io_pct 0.2

create_clock -name clk0 -period $clk_period [get_ports {clk}]

set non_clock_inputs [all_inputs -no_clocks]
set_input_delay [expr $clk_period * $clk_io_pct] -clock clk0 $non_clock_inputs
set_output_delay [expr $clk_period * $clk_io_pct] -clock clk0 [all_outputs]
$ cat run.sh
#!/bin/bash
# OpenROAD 26Q1-2900-gdf79404cd8, Yosys 0.63+post, stock flow scripts
make -C /OpenROAD-flow-scripts/flow DESIGN_CONFIG=/design/flow/config.mk WORK_HOME=/design/flow/orfs finish
$ cat config.mk
export PLATFORM = sky130hd
export DESIGN_NAME = arbiter_controller_rd_req_tree_2
export DESIGN_NICKNAME = arbiter_controller_rd_req_tree_2
export VERILOG_FILES = /design/flow/design.v
export SDC_FILE = /design/flow/constraint.sdc
export NUM_CORES = 4
export LEC_CHECK = 1
export CORE_UTILIZATION = 30
export SYNTH_HDL_FRONTEND = slang
==> Changelog: implementation <==
### Implementation results

* Status: finished, final reports clean
* Required time worst endpoint at 13.60 ns
* Hold path endpoint: arbiter_controller_rd_req_0_0.out_fifo_din[20]
* Final hold violations at 0
* Max-Cap Viols at 0
* Crit path cell chain: clkdlybuf4s50_1
* TritonRoute pass-1 iters at 5
* CTS Sinks at 1,867
* Die area at 239,000 um^2
* Hold Path Class: reg2reg
* Later-pin clock latency in the skew report at 0.85 ns
* Vias per cell at 4.74
* Leakage power at 25.3 nW
* Critical path class: reg2out
* Sw power at 1.92 mW
* Hold_buf cts at 0
* RePlAce Congestion at 0.806
* Top area contributor share at 70.4%
* VDD IR-drop max at 0.0000894 V
* Routed WL at 167 mm
* Max Clock Skew at 0.0693 ns
* Placed cells at 7,405
* Longest Clk Path Bufs at 3
* Setup TNS at 0 ns
* Mapped Area at 71,000 um^2
* Tcrit/Tclk final at 29.5%
* CTS root buf: clkbuf_16
* Max FFs per register at 1,024
* Largest Register: arbiter_controller_rd_req_0_0.gen_in_fifos.in_fifo.mem
* Syn Area/Cell at 16.6 um^2
* Chip Area, Yosys at 71,000 um^2
* Routed via count at 36,800
* CTS tree: done
* WHS at 0.401 ns
* Post-synthesis sequential area ratio at 76.1%
* Reg-to-reg slack, setup at 13.38 ns
* CP peak stage delay at 0.45 ns
* Top Ports at 104
* Synth Flop Type: edfxtp_1
* DR DRC count at 0
* Global-route wire length before repair at 245 mm
* CORE AREA at 235,000 um^2
* Slew Limit Fails at 0
* Top flop regs: arbiter_controller_rd_req_0_0.gen_in_fifos.in_fifo.mem x1024, arbiter_controller_rd_req_0_0.out_fifo.mem x512
* Async SR Flop Fraction at 0%
* Library cells used by synthesis at 52
* # resized after CTS at 0
* Sw Share at 20.5%
* Reg2Reg Depth at 7
* PD cells at 114 nW/um^2
* Worst-path clk slew at 0.06 ns
* Number of nets with antenna violations after routing at 0
* Initial Utilization at 30.2%
* CP max-delay cell: clkdlybuf4s50_1
* Crit start category: flop
* Layout cells sized above 1 at 11.5%
* Htree depth at 4
* Crit-path max FO at 1
* Worst EP arrival at 1.62 ns
* Part of the power in combinational logic at 1.1%
* Vias in the first global route at 37,800
* Count of final setup violators at 0
* Area contributors post-synth: edfxtp_1 (70%), mux2i_1 (11%), dfxtp_1 (5.7%)
* HPWL after detailed placement at 89.5 mm
* Setup ws final at 11.98 ns
* Initial antenna violation count at 1
* CP Buf/Inv Count at 1
* Fmax at 0.199 GHz
* Reg power frac at 54.3%
* Final instance area at 82,300 um^2
* Number of cells in Yosys stat at 4,278
* CP endpoint kind: output port
* EDFF count, synth at 1,664
* Die Y at 489 um
* Int Pwr at 7.45 mW
* DRT iter0 DRCs at 2,024
* Die width at 489 um
* Postcts setup bufs at 0
* RSZ-0062 raised after global routing: false
* WHS Path Cells at 0
* Area after DPL at 75,900 um^2
* Final Core Density at 35.0%
* Worst slew margin at 41.7%
* Non-filler cells, final at 7,766
* Final Critical Period at 5.02 ns
* Congestion Overflow GR at 0
* Area Growth Syn to Fin at 15.9%
* Total power at 9.37 mW
* Largest area contributor in the netlist: edfxtp_1
* Log Warnings at 47
* CP top delay family: buffers and inverters
* Warnings from Yosys at 0
* Yosys reg bits at 1,867
* CTS buffer count at 191
* Std-Cell Rows at 178
* Pin count of the biggest net entering global routing at 90
* Post-place setup slack at 12.82 ns
* Synthesized instance count at 4,278
* PortBufs at 103
* Tightest Pin Transition at 0.873 ns
* Clk pwr share at 44.6%
* All-Layer GR Usage at 14.9%
* DR WL/cell at 21.5 um
[layer usage]
metal	wire (um)	track usage (%)
met1	60600	17.6
met2	77600	22.6
met3	24700	10.2
met4	4380	3.45
met5	0	0
[worst max path at each step]
| stage | endpoint | slack (ns) | from | cells after the start |
|---|---|---|---|---|
| CTS | req_wr_data_out[8] | 11.89 | arbiter_controller_rd_req_0_0.req_wr_data_out[8] | 1 |
| global route | req_wr_data_out[26] | 11.86 | arbiter_controller_rd_req_0_0.req_wr_data_out[26] | 1 |
| finish | req_wr_data_out[26] | 11.98 | arbiter_controller_rd_req_0_0.req_wr_data_out[26] | 1 |
[cells in the mapped netlist, types with 22 or more instances]
master    instances
edfxtp_1       1664
mux2i_1         780
nand3_1         296
nand2_1         274
a22oi_1         251
dfxtp_1         203
a21oi_1         136
nor2_1          110
buf_2            92
clkbuf_1         78
a21oi_2          60
buf_4            41
ha_1             35
inv_1            29
and2_1           27
o21ai_0          25
nor2b_1          22
[final cells by class]
cell class | count | area, um^2
Sequential cell | 1867 | 54000
Tap cell | 3150 | 3940
Fill cell | 21800 | 153000
Clock inverter | 94 | 1070
Clock buffer | 266 | 5370
Timing Repair Buffer | 207 | 1820
Inverter | 29 | 116
Antenna cell | 1 | 2.50
Multi-Input combinational cell | 2152 | 16000
[cell usage in the layout (no fill, tap or decap), types with 11 or more instances in the layout]
cell type,n
nor2b_1,15
clkdlybuf4s50_1,103
nand3_1,296
a21oi_1,136
clkbuf_1,45
edfxtp_1,1664
nand2_1,274
dfxtp_1,199
ha_1,35
xor2_1,13
nor2_4,19
xnor2_1,11
clkinv_16,12
and2_2,25
buf_4,103
nor2_1,90
clkinv_2,32
o211ai_1,12
inv_1,28
and3_1,13
a22oi_1,251
mux2i_1,780
o21ai_0,25
clkbuf_8,29
clkinv_1,25
a21oi_2,60
clkbuf_16,192
[logic make-up (layout without fill, tap and decap cells)]
kind of cell,after synthesis,after routing,synth area share [%]
buffers and inverters,259,596,1.82
DFF,1867,1867,76.1
AOI/OAI and AO/OA,506,506,4.89
xor gates and xnor gates,24,24,0.296
muxes,780,780,11.0
and+or+nand+nor,807,807,5.30
adders and majority gates,35,35,0.617
other,0,1,0
[worst register-to-register path: cells and delay by family (launching register included)]
kind                   cells  cell delay (ns)
AND-OR/OR-AND              1             0.08
buffers and inverters      3             2.07
flip-flops                 1             0.88
multiplexers               1             0.33
AND/OR/NAND/NOR            2             0.21
[power groups by stage]
stage | sequential, mW | clock [mW] | combinational [mW]
5_1_grt | 5.09 | 4.46 | 0.115
4_1_cts | 5.09 | 4.29 | 0.105
6_report | 5.09 | 4.18 | 0.103
Power and IR drop assume default switching activity.
